`./run.sh`:
```
#!/bin/bash
# OpenROAD 26Q1-2900-gdf79404cd8, Yosys 0.63+post, stock flow scripts
make -C /OpenROAD-flow-scripts/flow DESIGN_CONFIG=/design/flow/config.mk WORK_HOME=/design/flow/orfs finish
```
`./constraint.sdc`:
```
current_design UART_with_loopback

set clk_period 2.3
set clk_io_pct 0.2

create_clock -name clk0 -period $clk_period [get_ports {clk}]

set non_clock_inputs [all_inputs -no_clocks]
set_input_delay [expr $clk_period * $clk_io_pct] -clock clk0 $non_clock_inputs
set_output_delay [expr $clk_period * $clk_io_pct] -clock clk0 [all_outputs]
```
`./design.v`:
```
`timescale 1ns/1ps
module UART_Rx_new (
    input clk,
    input rst,
    input b_tick,
    input rx,
    output [7:0] rx_data,
    output rx_done
);
    localparam [1:0] IDLE = 2'b00,
                     START = 2'b01,
                     DATA = 2'b10,
                     STOP = 2'b11;
    reg [1:0] c_state, n_state;
    reg [3:0] b_tick_cnt_reg, b_tick_cnt_next;
    reg [2:0] bit_cnt_reg, bit_cnt_next;
    reg [7:0] rx_data_reg, rx_data_next;
    reg rx_done_reg, rx_done_next;
    assign rx_data = rx_data_reg;
    assign rx_done = rx_done_reg;
    always @(posedge clk, posedge rst) begin
        if (rst) begin
            c_state <= IDLE;
            b_tick_cnt_reg <= 0;
            bit_cnt_reg <= 0;
            rx_data_reg <= 0;
            rx_done_reg <= 0;
        end else begin
            c_state <= n_state;
            b_tick_cnt_reg <= b_tick_cnt_next;
            bit_cnt_reg <= bit_cnt_next;
            rx_data_reg <= rx_data_next;
            rx_done_reg <= rx_done_next;
        end
    end
    always @(*) begin
        n_state = c_state;
        b_tick_cnt_next = b_tick_cnt_reg;
        bit_cnt_next = bit_cnt_reg;
        rx_data_next = rx_data_reg;
        rx_done_next = rx_done_reg;
        case (c_state)
            IDLE: begin
                    rx_done_next = 0;
                if (rx == 0) begin
                    b_tick_cnt_next = 0;
                    bit_cnt_next = 0;
                    n_state = START;
                end
            end
            START: begin
                if (b_tick) begin
                    if (b_tick_cnt_reg == 7) begin
                        n_state = DATA;
                        b_tick_cnt_next = 0;
                        bit_cnt_next = 0;
                    end else begin
                        b_tick_cnt_next = b_tick_cnt_reg + 1;
                    end
                end
            end
            DATA: begin
                if (b_tick) begin
                    if (b_tick_cnt_reg == 15) begin
                        b_tick_cnt_next = 0;
                        rx_data_next = {rx, rx_data_reg[7:1]};   
                        if (bit_cnt_reg == 7) begin
                            n_state = STOP;
                        end else begin
                            bit_cnt_next = bit_cnt_reg + 1;
                        end
                    end else begin
                        b_tick_cnt_next = b_tick_cnt_reg + 1;
                    end
                end
            end
            STOP: begin
                if (b_tick) begin
                    if (b_tick_cnt_reg == 15) begin
                        b_tick_cnt_next = 0;
                        rx_done_next = 1;  
                        n_state = IDLE;
                    end else begin
                        b_tick_cnt_next = b_tick_cnt_reg + 1;
                    end
                end
            end
        endcase
    end
endmodule
`timescale 1ns / 1ps
module UART_Tx(
    input clk, rst,
    input tx_start,
    input b_tick,
    input [7:0] tx_data,
    output tx_busy,
    output tx
);
    localparam IDLE = 2'b00,
               START = 2'b01,
               DATA = 2'b10,
               STOP = 2'b11;
    reg [1:0] c_state, n_state;
    reg tx_busy_reg, tx_busy_next;
    reg [7:0] tx_data_reg, tx_data_next;
    reg tx_reg, tx_next;
    reg [3:0] b_tick_cnt_reg, b_tick_cnt_next;   
    reg [2:0] bit_cnt_reg, bit_cnt_next;         
    assign tx_busy = tx_busy_reg;
    assign tx = tx_reg;
    always @(posedge clk, posedge rst) begin
        if (rst) begin
            c_state <= IDLE;
            tx_busy_reg <= 0;
            tx_data_reg <= 0;
            tx_reg <= 1;
            b_tick_cnt_reg <= 0;
            bit_cnt_reg <= 0;
        end
        else begin
            c_state <= n_state;
            tx_busy_reg <= tx_busy_next;
            tx_data_reg <= tx_data_next;
            tx_reg <= tx_next;
            b_tick_cnt_reg <= b_tick_cnt_next;
            bit_cnt_reg <= bit_cnt_next;
        end
    end
    always @(*) begin
        n_state = c_state;
        tx_busy_next = tx_busy_reg;
        tx_data_next = tx_data_reg;
        tx_next = tx_reg;
        b_tick_cnt_next = b_tick_cnt_reg;
        bit_cnt_next = bit_cnt_reg;
        case (c_state)
            IDLE: begin
                tx_next = 1;
                tx_busy_next = 0;
                if (tx_start) begin
                    b_tick_cnt_next = 0;
                    tx_data_next = tx_data;
                    bit_cnt_next = 0;
                    n_state = START;
                end
            end
            START: begin
                tx_next = 0;
                tx_busy_next = 1;
                if (b_tick) begin
                    if (b_tick_cnt_reg == 15) begin
                        b_tick_cnt_next = 0;
                        n_state = DATA;
                    end
                    else begin
                        b_tick_cnt_next = b_tick_cnt_reg + 1;
                    end
                end
            end
            DATA: begin
                tx_next = tx_data_reg[0];
                if (b_tick) begin
                    if (b_tick_cnt_reg == 15) begin
                        if (bit_cnt_reg == 7) begin
                            b_tick_cnt_next = 0;     
                            n_state = STOP;
                        end
                        else begin
                            b_tick_cnt_next = 0;     
                            bit_cnt_next = bit_cnt_reg + 1;
                            tx_data_next = tx_data_reg >> 1;
                        end
                    end
                    else begin
                        b_tick_cnt_next = b_tick_cnt_reg + 1;
                    end
                end
            end
            STOP: begin
                tx_next = 1;
                if (b_tick) begin
                    if (b_tick_cnt_next == 15) begin
                        b_tick_cnt_next = 0;
                        n_state = IDLE;
                    end
                    else begin
                        b_tick_cnt_next = b_tick_cnt_reg + 1;
                    end
                end
            end
        endcase
    end
endmodule
`timescale 1ns / 1ps
module UART_top (
    input clk,
    input rst,
    input tx_start,
    input [7:0] tx_data,
    input rx,
    output tx_busy,
    output tx,
    output [7:0] rx_data,
    output rx_done
);
    wire w_b_tick;
    baud_tick_gen U_BAUD_TICK_GEN(
        .clk(clk),
        .rst(rst),
        .b_tick(w_b_tick)
    );
    UART_Tx U_UART_TX(
        .clk(clk),
        .rst(rst),
        .tx_start(tx_start),
        .b_tick(w_b_tick),
        .tx_data(tx_data),
        .tx_busy(tx_busy),
        .tx(tx)
    );
    UART_Rx_new U_UART_RX(
        .clk(clk),
        .rst(rst),
        .b_tick(w_b_tick),
        .rx(rx),
        .rx_data(rx_data),
        .rx_done(rx_done)
    );
endmodule
`timescale 1ns / 1ps
module UART_with_loopback(
    input clk,
    input rst,
    input rx,
    output tx
    );
    wire w_rx_done;
    wire [7:0] w_rx_data;
    UART_top U_UART_TOP (
        .clk(clk),
        .rst(rst),
        .tx_start(w_rx_done),
        .tx_data(w_rx_data),
        .rx(rx),
        .tx_busy(),
        .tx(tx),
        .rx_data(w_rx_data),
        .rx_done(w_rx_done)
    );
endmodule
`timescale 1ns / 1ps
module baud_tick_gen(
    input clk, rst,
    output reg b_tick
    );
    parameter BAUD_COUNT = 100_000_000 / (9600 * 16) - 1;
    reg [$clog2(BAUD_COUNT)-1:0] baud_tick_counter;
    always @(posedge clk, posedge rst) begin
        if (rst) begin
            baud_tick_counter <= 0;
            b_tick <= 0;
        end
        else begin
            if (baud_tick_counter == BAUD_COUNT) begin
                baud_tick_counter <= 0;
                b_tick <= 1;
            end
            else begin
                baud_tick_counter <= baud_tick_counter + 1;
                b_tick <= 0;
            end
        end
    end
endmodule
```
`./config.mk`:
```
export PLATFORM = sky130hd
export DESIGN_NAME = UART_with_loopback
export DESIGN_NICKNAME = UART_with_loopback
export VERILOG_FILES = /design/flow/design.v
export SDC_FILE = /design/flow/constraint.sdc
export NUM_CORES = 4
export LEC_CHECK = 1
export CORE_UTILIZATION = 30
```
==> results.yml <==
# physical design summary
setup_path:
  end_kind: "register"
  cp_max_fo: 10
  critPathKind: "register to register"
  r2r_cells: 6
  ff2ff_setup_slack_ns: 0.21
  r2r-start: "U_UART_TOP.U_UART_TX.bit_cnt_reg[0]"
  r2r-end: "U_UART_TOP.U_UART_TX.tx_data_reg[2]"
  worst_setup_path_start_kind: "register"
  crit_end: "U_UART_TOP.U_UART_TX.tx_data_reg[2]"
  crit_required_ns: 2.49
  critPathArrivalTime_ns: 2.29
  cp-startpoint: "U_UART_TOP.U_UART_TX.bit_cnt_reg[0]"
die:
  rows: 32
  fp_util: 0.311
  core_area_sq_um: 7730
  die_h_um: 91.5
  die_area_sq_um: 8380
  chipWidth_um: 91.5
  ios: 4
yosys:
  synth.distinct_cells: 43
  logic_family: "simple AND/OR/NAND/NOR gates"
  syn_area_per_cell_sq_um: 11.5
  edf_count: 0
  topCellsByArea: "dfrtp_1 (50%), mux2_2 (11%), ha_1 (4.2%)"
  yosysMostFrequentCell: "dfrtp_1"
  yosys.area.top_type: "dfrtp_1"
  yosys_warnings: 3
  ys_sh_mux: 0.121
  synth_area_sq_um: 2400
  synthCells: 210
  top_area_frac: 0.499
  synth-seq-cells: 51
  simple_gate_share: 0.160
  xor_share: 0.0291
  aoi_share: 0.0858
  synth-main-ff-cell: "dfrtp_1"
  postSynthSeqShare: 0.532
  synthArstFlopShare: 1.00
  ys_area_sq_um: 2400
  yosys_cells: 210
  yosys.area_share.adder: 0.0416
  top_cells_by_count: "dfrtp_1 (48), mux2_2 (24), nand2_1 (19)"
routing:
  dr.pass1.iters: 4
  viasPerCell: 4.77
  antenna_left: 0
  vias: 1536
  drt_wl_total_um: 3720
  wl_per_cell_um: 11.6
  detailedRoute.firstIterationViolations: 96
  n_antenna_cell: 0
  drc: 0
final_timing:
  post-route-min-period_ns: 2.09
  tightestPinTransition_ns: 0.638
  fmaxAchievable_mhz: 478
  fin_skew_ns: 0.00318
  fin_crit_sh: 0.910
  slew_viol_final: 0
  setup_tns_ns: 0
  finalSetupViolCount: 0
  hold_violations: 0
  rsz0062_at_grt: "no"
  relSlewSlack: 0.574
clock_network:
  postCtsSetupBuffers: 0
  cts_buffer_depth: 2
  clk_latency_ns: 0.30
  path_clk_slew_ns: 0.09
  cts_buffers: 5
  cts_resized: 0
  htree_levels: 2
  cts_root_buffer: "clkbuf_8"
  tritoncts: "done"
  hold_buffers: 0
  cts.sinks: 51
global_routing:
  grt_pass1_vias: 1530
  grtUsageTotal: 0.102
  grt-ovfl-total: 0
  grt_pass1_wl_um: 6930
  grt_max_degree: 31
  antenna_found_initial: 0
final_layout:
  fin_util: 0.348
  layout-drive-gt1-share: 0.218
  area_delta_synth_final_pct: 11.9
  largest_reg_flops: 10
  fillers: 747
placement:
  port-buffer-count: 3
  gp_congestion: 0.762
  hpwl_um: 2510
worst_hold_path:
  holdCritPathClass: "input port to asynchronous set/reset pin"
power:
  leakagePower_nw: 1.25
  powerDensity_nw_per_um2: 581
  ir_worst_vdd_mv: 0.416
run_status:
  outcome: "completed"
run:
  cap_violations: 0
  warnings: 26
-- final cells by class --
| class | count | area, sq um | share of cell area |
|---|---|---|---|
| multi-input cells | 143 | 1050 | 0.391 |
| clock buffers | 6 | 82.6 | 0.0307 |
| inverters | 11 | 41.3 | 0.0153 |
| clock inverters | 2 | 35.0 | 0.0130 |
| well taps | 102 | 128 | 0.0474 |
| flip-flops and latches | 51 | 1280 | 0.476 |
| repair buffers | 7 | 72.6 | 0.0270 |
-- worst min path at each step --
stage / from / end / cells past startpoint
4_1_cts: U_UART_TOP.U_BAUD_TICK_GEN.baud_tick_counter[0] / U_UART_TOP.U_BAUD_TICK_GEN.baud_tick_counter[0] / 1
6_report: rst / U_UART_TOP.U_BAUD_TICK_GEN.baud_tick_counter[5] / 2
5_1_grt: U_UART_TOP.U_UART_TX.tx_data_reg[1] / U_UART_TOP.U_UART_TX.tx_data_reg[1] / 1
-- layout by cell type, fill, tap and decap left out, types with 2 or more instances in the layout --
cell type	Yosys	routed
dfstp_2	3	3
buf_4	1	3
a22o_1	2	2
clkdlybuf4s50_1	0	3
clkbuf_8	0	6
mux2_2	24	24
and3_1	3	3
nand2_1	19	19
a21o_1	2	2
and4_1	2	2
mux2i_1	2	2
nor3_1	2	2
ha_1	8	8
o31ai_1	3	3
nand4_1	4	4
nand3_1	15	15
xor2_1	4	4
dfrtp_1	48	48
nor2_1	10	10
o21ai_0	18	18
nor2b_1	2	2
xnor2_1	4	4
inv_1	11	10
-- through the flow --
| step | instances | hold slack, ns | power, mW | area, sq um | worst slack, ns |
|---|---|---|---|---|---|
| 3_3_place_gp | 314 | 0.487 | 0.940 | 2570 | 0.280 |
| 3_5_place_dp | 314 | 0.493 | 0.940 | 2570 | 0.217 |
| 4_1_cts | 322 | 0.512 | 1.59 | 2690 | 0.193 |
| 2_1_floorplan | 210 | 0.456 | 0.927 | 2400 | 0.338 |
| 6_report | 322 | 0.497 | 1.56 | 2690 | 0.207 |
| 5_1_grt | 322 | 0.526 | 1.63 | 2690 | 0.0992 |
-- layer usage --
metal / track usage / wire length (um) / up-vias
met5: 0 / 0 / -
met3: 0.0170 / 94 / 7
met1: 0.158 / 1920 / 749
li1: - / - / 767
met4: 0.0132 / 53 / 0
met2: 0.158 / 1660 / 13
-- critical path, cell delays in order, from the launching register on --
cell and delay [ns]:
dfrtp_1 0.40, ha_1 0.20, ha_1 0.20, or3_1 0.32
nor3_2 0.16, a21o_1 0.33, mux2_2 0.38
-- report_power, final --
part / internal (mW) / switching (mW)
logic: 0.00659 / 0.0180
clock network: 0.352 / 0.292
registers: 0.896 / 0.000000000000000214
total: 1.25 / 0.310
-- cell families (layout without fill, tap and decap cells) --
| group | after synthesis | after routing |
|---|---|---|
| multiplexers | 26 | 26 |
| XOR/XNOR | 8 | 8 |
| AND/OR/NAND/NOR | 68 | 68 |
| flip-flops | 51 | 51 |
| buffers and inverters | 16 | 26 |
| adder cells (fa/ha/maj) | 8 | 8 |
| AND-OR/OR-AND | 33 | 33 |
Power is estimated from default activity; no workload was simulated.
