**flow/run.sh**
```bash
#!/bin/bash
# OpenROAD 26Q1-2900-gdf79404cd8, Yosys 0.63+post, stock flow scripts
make -C /OpenROAD-flow-scripts/flow DESIGN_CONFIG=/design/flow/config.mk WORK_HOME=/design/flow/orfs finish
```
**flow/config.mk**
```make
export PLATFORM = sky130hd
export DESIGN_NAME = RAM
export DESIGN_NICKNAME = RAM
export VERILOG_FILES = /design/flow/design.v
export SDC_FILE = /design/flow/constraint.sdc
export NUM_CORES = 4
export LEC_CHECK = 1
export CORE_UTILIZATION = 30
```
**flow/constraint.sdc**
```tcl
current_design RAM

set clk_period 59.8
set clk_io_pct 0.2

create_clock -name clk0 -period $clk_period [get_ports {clk}]

set non_clock_inputs [all_inputs -no_clocks]
set_input_delay [expr $clk_period * $clk_io_pct] -clock clk0 $non_clock_inputs
set_output_delay [expr $clk_period * $clk_io_pct] -clock clk0 [all_outputs]
```
**flow/design.v**
```verilog
`timescale 1ns / 1ps
module RAM (
    input  logic        clk,
    input  logic [ 2:0] strb,
    input  logic        we,
    output logic [31:0] rData,
    input  logic [ 7:0] addr,
    input  logic [31:0] wData
);
    logic [7:0] mem[0:2**8-1];
    always_ff @(posedge clk) begin
        if (we) begin
            case (strb)
                3'b000: mem[addr] <= wData[7:0];   
                3'b001: {mem[addr+1], mem[addr]} <= wData[15:0];  
                3'b010: {mem[addr+3], mem[addr+2], mem[addr+1], mem[addr]} <= wData;  
                default: mem[addr] <= 8'bx;  
            endcase
        end
    end
    always_comb begin
        rData = 0;
        case (strb)
            3'b000: rData = {{24{mem[addr][7]}}, mem[addr+0]};   
            3'b100: rData = {24'b0, mem[addr+0]};
            3'b001: rData = {{16{mem[addr+1][15]}}, mem[addr+1], mem[addr]};   
            3'b101: rData = {16'b0, mem[addr+1], mem[addr]};
            3'b010: rData = {mem[addr+3], mem[addr+2], mem[addr+1], mem[addr]};  
            default: rData = 32'bx;  
        endcase
    end
endmodule
```
==> results_slide.txt <==
Flow Results at a Glance

Run
  • Number of warnings the tools reported: 33
  • Max Cap Viol: 6

Worst setup path
  • Critical-path maximum fanout: 96
  • Type of element capturing the critical path: output port
  • Required time of the critical path: 47.84 ns
  • Worst setup path class: input pin to output port
  • CP Data Arrival Time: 20.62 ns
  • Startpoint type of the worst setup path: input pin

Global route
  • Initial antenna violation count: 247
  • Vias in the first global route: 182000
  • Total Routing Usage GR: 40.8%
  • Pin count of the biggest net entering global routing: 97
  • Remaining Overflow, GRT: 0
  • Wire length of the first global-routing pass: 1780 mm

Detailed routing
  • Routed wirelength normalized by instance count: 48.4 um
  • Number of detailed-route iterations in the first pass: 8
  • Number of vias in the routed layout: 200000
  • Post-detailed-route count of antenna-violating nets: 0
  • DR iter-0 viols: 26000
  • Routed wire length: 1370 mm
  • Via density per instance: 7.07
  • DRC: 0

Synth
  • Biggest area contributors in the synthesized netlist: edfxtp_1 (30%), mux4_2 (21%), mux2i_1 (12%)
  • Synth top area share: 30.1%
  • Count of cell types in the netlist: 95
  • Number of cell instances after yosys synthesis: 19400
  • Primary flip-flop cell chosen by synthesis mapping: edfxtp_1
  • Cell Area, Synth: 204000 um^2
  • Cell taking the most area after synthesis: edfxtp_1
  • Post-synth area from yosys stat: 204000 um^2
  • Post-synthesis cell type with the largest instance count: mux2i_1
  • Asr flop ratio synth: 0%
  • Leading cell types by count after synthesis: mux2i_1 (2542), nor2_1 (2122), edfxtp_1 (2048), mux4_2 (1896), nand2_1 (1869)
  • Yosys warns: 2
  • Flip-flop and latch count after synthesis: 2048
  • Number of synthesized flops with an enable pin: 2048
  • Post-Syn Instances: 19400
  • Post-Syn Area per Cell: 10.5 um^2
  • Portion of the post-synthesis area used by sequential elements: 30.1%

Floorplanning
  • Die Y: 827 um
  • Die X-Extent: 827 um
  • Placement row count: 302
  • Chip Footprint: 683000 um^2
  • Core region area: 677000 um^2
  • Initial Utilization: 30.1%
  • Number of top-level design ports: 77

Timing
  • Final Slew Violations: 11
  • RSZ-0062 raised after global routing: no
  • Peak Freq: 30.7 MHz
  • Cycle use final: 54.5%
  • Setup-violating endpoint count in the final report: 0
  • Number of hold-slack violations in the final timing report: 0
  • Worst-case setup margin in the final layout: 27.22 ns
  • Post-route worst hold slack: 11.44 ns
  • Time the worst path needs with I/O delays and setup: 32.58 ns
  • Worst relative slew slack: -13.1%
  • Post-Route Setup TNS: 0 ns
  • Slew at the pin with the worst max-slew slack: 1.70 ns

Clocking
  • Buffer levels on the longest clock path: 4
  • Clock tree from TritonCTS: built
  • Register clock-pin slew on the reported worst setup and hold paths: 0.06 ns
  • Number of clock buffers inserted by TritonCTS: 280
  • CTS sink count: 2048
  • H-tree level count: 5
  • Post-CTS Setup Repair Bufs: 0
  • Root Buffer: clkbuf_16
  • Resize count post-CTS: 0
  • Hold-fix buffer count after cts: 0

Power
  • Pwr dens: 20.8 nW/um^2
  • Leakage power summed over all cells: 88.6 nW
  • Total design power: 4.69 mW
  • Worst ir drop on vdd: 0.0225 mV

Placement
  • Worst-case setup slack after placement: 27.60 ns
  • Estimated wirelength of the detail-placed design: 949 mm
  • # placed instances: 27300
  • Number of input and output port buffers inserted: 76
  • Final Wtd Congestion: 1.17

Layout
  • Register with the most flip-flops: mem
  • Registers with the most flip-flops: mem: 2048 flops
  • Post-Layout Cell Count: 28200
  • Layout filler cell count: 66600
  • Area Growth Syn to Fin: 10.8%
  • Gate Area: 133000 um^2
  • Storage element area: 61500 um^2
  • Flip-flop count of the largest register after layout: 2048
  • Fraction of layout cells with a size suffix above 1: 25.4%

Status
  • Status: finished with violations
  • Violated checks: max-capacitance violations, max-slew violations

Hold path
  • Type of the most critical hold path: input pin to flop
-- final cells by class --
class	instances	area share, %
Timing Repair Buffer	1219	4.33
Inverter	8	0.0166
Clock buffer	330	3.21
Clock inverter	175	0.875
Multi-Input combinational cell	15100	58.9
Tap cell	8968	4.97
Sequential cell	2048	27.2
Antenna cell	444	0.492
-- kinds of logic (layout without fill, tap and decap cells) --
logic type,count (synthesis),after routing,synth area share (%)
xor gates and xnor gates,34,34,0.153
DFF,2048,2048,30.1
buffers and inverters,2338,1732,5.24
other,0,444,0
and+or+nand+nor,5279,5279,11.2
AOI/OAI and AO/OA,4449,4449,15.2
adders and majority gates,8,8,0.0491
muxes,5283,5283,38.1
-- per-layer routing --
metal	track usage (%)	vias to the layer above	part of all wire, %
met5	15.4	-	0.89
met4	32.5	300	11
met3	34.7	5567	20
met2	50.4	19900	38
met1	42.1	98600	31
li1	-	75200	-
-- cells in the final DEF, fill, tap and decap left out, types with 103 or more instances in the layout --
master,instances
mux2_2,845
diode_2,444
a211oi_1,1258
nand2_2,105
nand4_1,170
a31oi_1,116
mux4_2,1896
a22oi_1,148
nand3_1,548
a21o_1,1234
buf_4,1120
and3_1,103
edfxtp_1,2048
nand2_1,1862
o21ai_0,227
clkbuf_16,283
a32oi_1,145
nor2_1,2073
a21oi_1,849
mux2i_1,2541
-- through the flow --
step                utilization (%)  cell area (um^2)
finish                         33.4            226000
global route                   33.3            225000
CTS                            33.2            225000
global placement               31.8            215000
floorplan                         -            204000
detailed placement             31.9            216000
-- power breakdown --
| part | switching [mW] | internal [mW] |
|---|---|---|
| sequential | 0.00988 | 1.59 |
| combinational | 0.911 | 0.404 |
| clock | 0.776 | 1.01 |
| total | 1.70 | 3.00 |
-- final timing paths --
kind	start	end	slack, ns	cells after the start
setup / recovery	addr[0]	rData[8]	27.22	17
hold / removal	wData[27]	mem[54][3]	11.44	2
-- worst max-delay path, stage by stage --
cell	delay (ns)
buf_16	0.27
buf_4	0.68
o21ai_4	0.28
nand2_8	0.38
buf_4	0.60
buf_4	0.53
buf_4	0.57
buf_12	0.52
mux4_2	0.58
mux2_2	0.27
a221oi_1	1.07
buf_4	0.25
nor3_1	0.05
o21ai_0	0.60
o2111ai_1	0.85
buf_4	0.41
clkdlybuf4s50_1	0.41
Power figures rest on the tool's default switching activity, not on a simulated workload.
