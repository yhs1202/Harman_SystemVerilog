===== flow/design.v =====
`timescale 1ns/1ps
parameter MEM_WORD_SIZE = 256;
module RAM_with_BE (
    input logic clk,
    input logic MemRead,
    input logic MemWrite,
    input logic [3:0] byte_enable,  
    input logic [31:0] addr,
    input logic [31:0] w_data,
    output logic [31:0] r_data
);
    (* ram_style = "block" *) logic [31:0] mem [0:MEM_WORD_SIZE - 1];
    initial begin
        for (int i = 0; i < MEM_WORD_SIZE; i++) begin
            mem[i] = 32'b0;
        end
    end
    always_ff @(posedge clk) begin : MemoryAccess
        if (MemWrite) begin
            for (int i = 0; i < 4; i++) begin
                if (byte_enable[i])
                    mem[addr][i*8 +: 8] <= w_data[i*8 +: 8];
            end
        end
    end
    always_comb begin
        r_data = 32'b0;  
        if (MemRead) begin
            r_data = mem[addr];
        end
    end
endmodule

===== flow/run.sh =====
#!/bin/bash
# OpenROAD 26Q1-2900-gdf79404cd8, Yosys 0.63+post, stock flow scripts
make -C /OpenROAD-flow-scripts/flow DESIGN_CONFIG=/design/flow/config.mk WORK_HOME=/design/flow/orfs finish

===== flow/config.mk =====
export PLATFORM = sky130hd
export DESIGN_NAME = RAM_with_BE
export DESIGN_NICKNAME = RAM_with_BE
export VERILOG_FILES = /design/flow/design.v
export SDC_FILE = /design/flow/constraint.sdc
export NUM_CORES = 4
export LEC_CHECK = 1
export CORE_UTILIZATION = 30
export SYNTH_MEMORY_MAX_BITS = 65536

===== flow/constraint.sdc =====
current_design RAM_with_BE

set clk_period 41.9
set clk_io_pct 0.2

create_clock -name clk0 -period $clk_period [get_ports {clk}]

set non_clock_inputs [all_inputs -no_clocks]
set_input_delay [expr $clk_period * $clk_io_pct] -clock clk0 $non_clock_inputs
set_output_delay [expr $clk_period * $clk_io_pct] -clock clk0 [all_outputs]

==> summary.txt <==
post-synthesis sequential area ratio: 0.7715
CP Launch Type: input pin
Init Core Util: 0.3010
YS chip area: 318900 sq um
Num CTS Buffers: 767
HP Class: input pin to register
setup tns final: 0 ns
initial antenna violation count: 39
dpl hpwl: 576000 um
cell mode on critical path: buf_4
global route total overflow: 0
CP required: 33.52 ns
Via density: 5.079
clock tree from TritonCTS: done
Post-synth regs: 8192
RSZ-0062 raised after global routing: false
CP cell instances: buf_16 -> buf_4 -> buf_4 -> buf_4 -> buf_4 -> buf_4 -> buf_4 -> mux4_2 -> mux2i_1 -> o22ai_1 -> nor4_2 -> a221oi_2 -> buf_4 -> clkdlybuf4s50_1
most numerous logic cells after layout: edfxtp_1, mux4_2, nor2_1
top logic cell by instance count in the layout: edfxtp_1
Final setup viols: 0
Placed Area: 338200 sq um
CTS Sinks: 8192
vias in the first global route: 171000
worst-path maximum fanout: 66
smallest hold slack: 7.711 ns
syn_area_per_cell: 20.10 sq um
Worst Setup End Kind: output port
hold-critical path depth: 1
Final Hold Viols: 0
status: finished, final reports clean
dominant register cell: edfxtp_1
largest net degree at the start of global routing: 129
GRT Overall Usage: 0.1747
cts repair resizes: 0
fmax: 42.19 MHz
first-pass GRT wire length: 1243000 um
H-tree lvl count: 6
Iteration-0 DRC Markers: 11550
DRT Pass-1 Iters: 8
CP Class: input pin to output port
Largest regs: mem (8192)
die width: 1033 um
die height: 1033 um
Final ANT Viol Nets: 0
logic area: 68220 sq um
Residual DRC: 0
CP max stage cell: nor4_2
register with the most flip-flops: mem
# fillers: 97530
Reg clk slew, reported paths: 0.06 ns
period utilization: 0.5657
max-cap violations: 0
Cell Area, Synth: 318900 sq um
fraction of layout cells with a size suffix above 1: 0.2141
Layout area overhead: 13.34%
die area: 1067000 sq um
Pwr Density: 45.55 nW/um^2
Register Area: 246000 sq um
Root Buffer: clkbuf_16
buffer count from post-CTS setup fixing: 0
yosys stat cell total: 15870
Worst-Margin Slew: 1.078 ns
# port buffers: 78
flip-flops with a built-in enable: 8192
slew margin rel.: 0.2755
via count: 157700
final non-filler cell total: 31050
Final Cell Area: 361400 sq um
distinct lib cells: 57
Core Region: 1059000 sq um
GPL Wtd Cong: 1.009
I/O pin total: 103
Slew Limit Fails: 0
max reg flops: 8192
Post-Synthesis Cells: 15870
ys async rst share: 0
OpenROAD warnings: 54
wire length per cell: 28.31 um
Lkg Pwr: 0.1109 uW
synthesis warning total: 1
CTS Hold Bufs: 0
peak supply drop: 0.00003667 V
Critical Path AT: 15.32 ns
placed cell count: 29650
worst stage delay on the critical path: 0.82 ns
final worst path period need: 23.70 ns
worst-case clock buffer depth: 5
num rows: 378
DRT Wirelength: 878800 um
through the flow:
stage	worst slack, ns	util	power [uW]
floorplan	23.38	-	9617
global placement	18.12	0.3192	10030
detailed placement	18.14	0.3192	10040
CTS	18.11	0.3410	16560
global route	17.78	0.3411	16920
finish	18.20	0.3411	16460
critical path: cells and delay by family:
kind | cells | cell delay, ns
buffers and inverters | 9 | 4.50
AND/OR/NAND/NOR | 1 | 0.82
multiplexers | 2 | 0.81
AND-OR/OR-AND | 2 | 0.57
report_power, final:
group | internal (uW) | switching (uW)
combinational | 263 | 578
clock | 3600 | 3000
sequential | 9020 | 1.93
total | 12900 | 3580
path summary, 6_finish.rpt:
| check | start | to | slack (ns) |
|---|---|---|---|
| setup / recovery | addr[1] | r_data[11] | 18.20 |
| hold / removal | w_data[22] | mem[211][22]$_DFFE_PP_ | 7.71 |
logic make-up (layout without fill, tap and decap cells):
| kind of cell | Yosys count | after routing | share of synthesized area |
|---|---|---|---|
| buf+inv | 1058 | 2137 | 0.01659 |
| compound gates | 1534 | 1534 | 0.03538 |
| mux | 2688 | 2688 | 0.1445 |
| flops | 8192 | 8192 | 0.7715 |
| simple gates | 2393 | 2393 | 0.03207 |
| other cells | 0 | 43 | 0 |
final cells by class:
type	instances	share of cell area
multi-input combinational	6615	0.1888
clock inverter	395	0.008129
clock buffer	964	0.05586
inverter	37	0.0004258
tap	14060	0.04868
sequential	8192	0.6807
antenna	43	0.0002977
timing repair buffer	741	0.01714
cells in the mapped netlist, types with 42 or more instances:
master | n | share of area
a22oi_1 | 505 | 0.012
mux4_2 | 1503 | 0.11
a21oi_1 | 255 | 0.0040
nor2_1 | 1048 | 0.012
mux2i_1 | 893 | 0.028
a31oi_1 | 98 | 0.0019
buf_1 | 42 | 0.00049
nand4_1 | 129 | 0.0025
nand2_1 | 688 | 0.0081
nor4_1 | 64 | 0.0013
a222oi_1 | 64 | 0.0020
clkbuf_1 | 456 | 0.0054
o22ai_1 | 63 | 0.0012
edfxtp_1 | 8192 | 0.77
mux2_2 | 292 | 0.010
a221oi_1 | 63 | 0.0017
nand3_1 | 381 | 0.0060
o211ai_1 | 220 | 0.0052
buf_4 | 192 | 0.0045
buf_2 | 301 | 0.0047
routing by layer:
metal  global-route usage  vias up  share of wire
met5              0.02574        -         0.0036
met4              0.06287       62          0.046
met3               0.1436     1555           0.18
met2               0.2603     8987           0.46
met1               0.1803    80460           0.31
li1                     -    66640              -
Power is estimated from default activity; no workload was simulated.
