$ cat flow/design.v
`timescale 1ns / 1ps
module CPU_RV32I (
    input logic clk,
    input logic reset,
    input logic [31:0] instrCode,
    output logic [31:0] instrMemAddr,
    output logic [2:0] strb,
    output logic busWe,
    output logic [31:0] busAddr,
    output logic [31:0] busWData,
    input logic [31:0] busRData
);
    logic       regFileWe;
    logic [3:0] aluControl;
    logic       aluSrcMuxSel;
    logic [1:0] MemtoReg_Sel;
    ControlUnit U_ControlUnit (.*);
    DataPath U_DataPath (.*);
endmodule
`timescale 1ns / 1ps
module ControlUnit (
    input  logic [31:0] instrCode,
    output logic        regFileWe,
    output logic        aluSrcMuxSel,
    output logic [ 3:0] aluControl,
    output logic [2:0] strb,
    output logic busWe,
    output logic [1:0] MemtoReg_Sel  
);
    wire [6:0] opcode = instrCode[6:0];
    wire [3:0] operator = {instrCode[30], instrCode[14:12]};
    logic [2:0] signals;
    assign {regFileWe, aluSrcMuxSel, busWe} = signals;
    assign strb = instrCode[14:12];
    always_comb begin
        signals = 3'b0;
        case (opcode)
            7'b011_0011: signals = 3'b1_0_0;
            7'b001_0011: signals = 3'b1_1_0;
            7'b010_0011: signals = 3'b0_1_1;
            7'b000_0011: signals = 3'b1_1_0;
            7'b011_0111: signals = 3'b1_1_0;  
        endcase
    end
    always_comb begin
        aluControl = 4'b0000;
        case (opcode)
            7'b011_0011: aluControl = operator;
            7'b001_0011: begin
                if (operator == 4'b1101) aluControl = operator;
                else aluControl = {1'b0, operator[2:0]};
            end
            7'b010_0011: aluControl = 4'b0000;
        endcase
    end
    always_comb begin : MemtoReg_decoder
        case (opcode)
        7'b000_0011:
            MemtoReg_Sel = 2'b01;  
        7'b110_1111, 7'b110_0111:
            MemtoReg_Sel = 2'b10;  
        7'b011_0111:
            MemtoReg_Sel = 2'b11;  
        default: 
            MemtoReg_Sel = 2'b00;  
        endcase
    end
endmodule
`timescale 1ns / 1ps
module DataPath (
    input  logic        clk,
    input  logic        reset,
    input  logic [31:0] instrCode,
    input  logic        regFileWe,
    input  logic        aluSrcMuxSel,
    input  logic [ 3:0] aluControl,
    input  logic  [1:0] MemtoReg_Sel,
    output logic [31:0] instrMemAddr,
    output logic [31:0] busAddr,
    output logic [31:0] busWData,
    input  logic [31:0] busRData
);
    logic [31:0] RFData1, RFData2, aluResult;
    logic [31:0] PCOutData, PC_4_AdderResult;
    logic [31:0] immExt, aluSrcMuxOut;
    wire [31:0] MemtoReg_Data = (MemtoReg_Sel == 2'b00) ? aluResult :
                                (MemtoReg_Sel == 2'b01) ? busRData :
                                (MemtoReg_Sel == 2'b10) ? PC_4_AdderResult : 
                                (MemtoReg_Sel == 2'b11) ? immExt : 32'b0;
    assign instrMemAddr = PCOutData;
    assign busAddr      = aluResult;
    assign busWData     = RFData2;
    RegisterFile U_RegFile (
        .clk(clk),
        .we (regFileWe),
        .RA1(instrCode[19:15]),
        .RA2(instrCode[24:20]),
        .WA (instrCode[11:7]),
        .WD (MemtoReg_Data),
        .RD1(RFData1),
        .RD2(RFData2)
    );
    mux_2x1 U_AluSrcMux (
        .sel(aluSrcMuxSel),
        .x0 (RFData2),
        .x1 (immExt),
        .y  (aluSrcMuxOut)
    );
    alu U_ALU (
        .aluControl(aluControl),
        .a         (RFData1),
        .b         (aluSrcMuxOut),
        .result    (aluResult)
    );
    immExtend U_ImmExtend (
        .instrCode(instrCode),
        .immExt   (immExt)
    );
    adder U_PC_4_Adder (
        .a(32'd4),
        .b(PCOutData),
        .y(PC_4_AdderResult)
    );
    register U_PC (
        .clk  (clk),
        .reset(reset),
        .en   (1'b1),
        .d    (PC_4_AdderResult),
        .q    (PCOutData)
    );
endmodule
module RegisterFile (
    input  logic        clk,
    input  logic        we,
    input  logic [ 4:0] RA1,
    input  logic [ 4:0] RA2,
    input  logic [ 4:0] WA,
    input  logic [31:0] WD,
    output logic [31:0] RD1,
    output logic [31:0] RD2
);
    logic [31:0] mem[0:2**5-1];
    initial begin
        for (int i = 0; i < 32; i++) begin
            mem[i] = i;
        end
    end
    always_ff @(posedge clk) begin
        if (we) mem[WA] <= WD;
    end
    assign RD1 = (RA1 != 0) ? mem[RA1] : 32'b0;
    assign RD2 = (RA2 != 0) ? mem[RA2] : 32'b0;
endmodule
module alu (
    input  logic [ 3:0] aluControl,
    input  logic [31:0] a,
    input  logic [31:0] b,
    output logic [31:0] result
);
    always_comb begin
        result = 32'bx;
        case (aluControl)
            4'b0000:  result = a + b;
            4'b1000:  result = a - b;
            4'b0001:  result = a << b[4:0];
            4'b0101:  result = a >> b[4:0];
            4'b1101:  result = $signed(a) >>> b[4:0];
            4'b0010:  result = ($signed(a) < $signed(b)) ? 1 : 0;
            4'b0011: result = (a < b) ? 1 : 0;
            4'b0100:  result = a ^ b;
            4'b0110:   result = a | b;
            4'b0111:  result = a & b;
        endcase
    end
endmodule
module register (
    input  logic        clk,
    input  logic        reset,
    input  logic        en,
    input  logic [31:0] d,
    output logic [31:0] q
);
    always_ff @(posedge clk, posedge reset) begin
        if (reset) begin
            q <= 0;
        end else begin
            if (en) q <= d;
        end
    end
endmodule
module adder (
    input  logic [31:0] a,
    input  logic [31:0] b,
    output logic [31:0] y
);
    assign y = a + b;
endmodule
module mux_2x1 (
    input  logic        sel,
    input  logic [31:0] x0,
    input  logic [31:0] x1,
    output logic [31:0] y
);
    always_comb begin
        y = 32'bx;
        case (sel)
            1'b0: y = x0;
            1'b1: y = x1;
        endcase
    end
endmodule
module immExtend (
    input  logic [31:0] instrCode,
    output logic [31:0] immExt
);
    wire [6:0] opcode = instrCode[6:0];
    wire [3:0] operator = {instrCode[30], instrCode[14:12]};
    always_comb begin
        immExt = 32'bx;
        case (opcode)
            7'b001_0011: 
                case (instrCode[14:12])
                    3'b001, 3'b101: immExt = {27'b0, instrCode[24:20]};  
                    default: immExt = {{20{instrCode[31]}}, instrCode[31:20]};  
                endcase
            7'b000_0011: immExt = {{20{instrCode[31]}}, instrCode[31:20]};
            7'b010_0011: immExt = {{20{instrCode[31]}}, instrCode[31:25], instrCode[11:7]};
            7'b011_0111: immExt = {instrCode[31:12], 12'b0};
            default: immExt = 32'b0;
        endcase
    end
endmodule
$ cat flow/config.mk
export PLATFORM = sky130hd
export DESIGN_NAME = CPU_RV32I
export DESIGN_NICKNAME = CPU_RV32I
export VERILOG_FILES = /design/flow/design.v
export SDC_FILE = /design/flow/constraint.sdc
export NUM_CORES = 4
export LEC_CHECK = 1
export CORE_UTILIZATION = 40
$ cat flow/constraint.sdc
current_design CPU_RV32I

set clk_period 25.5
set clk_io_pct 0.2

create_clock -name clk0 -period $clk_period [get_ports {clk}]

set non_clock_inputs [all_inputs -no_clocks]
set_input_delay [expr $clk_period * $clk_io_pct] -clock clk0 $non_clock_inputs
set_output_delay [expr $clk_period * $clk_io_pct] -clock clk0 [all_outputs]
$ cat flow/run.sh
#!/bin/bash
# OpenROAD 26Q1-2900-gdf79404cd8, Yosys 0.63+post, stock flow scripts
make -C /OpenROAD-flow-scripts/flow DESIGN_CONFIG=/design/flow/config.mk WORK_HOME=/design/flow/orfs finish
==> run summary <==
flow finished, numbers: layout cells sized above 1 24.3%, Dominant flop cell edfxtp_1, Combinational Power Share 25.1%, Worst slew margin 25.9%, Post-Place Setup Slack just over 7 ns, logic area between 20000 and 30000 um2, period utilization approximately 72%, Area growth syn-to-layout 13.4%, critical path fanouts, max roughly 42, worst setup margin slightly above 7 ns, Clock Skew 0.0790 ns, unrepaired setup endpoints after global routing no, setup TNS 0 ns, Clk Tree Root Cell clkbuf_16, routed length per instance 38.6 um, FP Core Util roughly 40%, # IOs 166, max-cap viol count 0, final setup vio count 0, Die Ht between 300 and 400 um, CTS tree yes, Die W just under 400 um, Switching Fraction 31.0%, worst slew pin tran 1.11 ns, DP HPWL around 160000 um, Crit. End Element output pin, hold_buf cts 0, status completed, Post-CTS Resized 0, DRT Wirelength approximately 240000 um, final weighted congestion in routability-driven placement 1.08, Static Leak 22.7 nW, IO buf count 163, worst-case clock buffer depth 3, Routed Antenna Nets 0, Commonest Layout Cell edfxtp_1, switching power ~0.0016 W, Chip Area, Yosys around 60000 um2, area leader, netlist edfxtp_1, Core Util, Final 45.7%, post-CTS setup repair buffer count 0, Setup Crit Path Kind in2out, sequential fraction of the synthesis area 52.9%, Filler cells ~13k, register share of total power a little over two fifths, Initial DRT Pass Iterations 6, antenna violations before repair 7, Worst-Skew Late Latency ~0.77 ns, maximum VDD drop 0.0609 mV, total CTS buffers around 110, Cell Int Power 0.00345 W, count of library flops with an enable pin between 1k and 1.5k, Top-area cell share about 52%, yosys cell count just over 4k, fin crit period roughly 18 ns, DRT iter0 DRCs approximately 3.6k, post-DR vias/cell between 6 and 7, H-tree lvl count 3, largest net degree at the start of global routing 90, Post-Syn Area 59500 um2, drc violations 0, first-pass GRT wire length between 300000 and 400000 um, max-slew violations 0, Post-synth ARST share under 10%, post-synth cell types ~110, Reg area 31500 um2, core area 148000 um2, HP Class reg2reg, FMAX around 0.054 GHz, Clk pin slew, worst setup/hold paths about 0.060 ns, Arr. time, crit path 13.28 ns, Hold Violations, Final 0, clock sink count between 1k and 1.5k, CP startpoint kind input port, Gate Count Post-Synth about 4.1k, PD cells between 70 and 80 nW/um2, Tot Pwr approximately 0.005 W, grt total ovfl 0, Mean Syn Cell Area 14.5 um2, post-synthesis register bit count ~1.1k, Yosys warnings 6, # rows roughly 140, die area roughly 150000 um2, Top area cell types edfxtp_1 52%, mux4_2 18%, mux2i_1 4.5%, clock share of power 32.0%, via count 41.8k, vias in the first global route between 40k and 50k, most frequent cells in the layout 1024 x edfxtp_1, 467 x mux4_2, 269 x mux2i_1, crit path DRT approximately 20 ns, OpenROAD warning count a little over 90, GRT Util Overall 34.9%
-- power groups by stage --
stage         Clock (W)  Combinational [W]  Sequential (W)
CTS             0.00163            0.00123         0.00214
finish          0.00160            0.00126         0.00214
global route    0.00168            0.00132         0.00214
-- path summary, 6_finish.rpt --
check	end	slack (ns)	startpoint	cells after the start
setup / recovery	busAddr[30]	7.12	instrCode[20]	22
setup reg to reg	U_DataPath.U_RegFile.mem[14][31]$_DFFE_PP_	18.50	U_DataPath.U_RegFile.mem[31][1]$_DFFE_PP_	22
max in group asynchronous	U_DataPath.U_PC.q[8]$_DFF_PP0_	20.32	reset	3
hold reg to reg	U_DataPath.U_PC.q[14]$_DFF_PP0_	0.52	U_DataPath.U_PC.q[14]$_DFF_PP0_	1
hold / removal	U_DataPath.U_PC.q[14]$_DFF_PP0_	0.52	U_DataPath.U_PC.q[14]$_DFF_PP0_	1
min in group asynchronous	U_DataPath.U_PC.q[31]$_DFF_PP0_	4.82	reset	3
-- synth_stat cells (55+ instances only) --
cell and count:
nand3_1 55, ha_1 98, nor2_1 248, mux2i_1 269
a22oi_1 117, a21oi_1 216, clkbuf_1 159, edfxtp_1 1024
mux4_2 467, nand2_1 189, buf_2 70, inv_1 102
a211oi_1 68, o21ai_0 99
-- layout make-up --
type                            count  area share (%)
Antenna cell                        4          0.0148
Inverter                          109           0.617
Timing Repair Buffer              394            5.06
Clock inverter                     71            1.16
Multi-Input combinational cell   2612            38.8
Tap cell                         1930            3.58
Clock buffer                      127            4.14
Sequential cell                  1054            46.7
-- logic make-up (layout without fill, tap and decap cells) --
logic type,Yosys count,after routing,synth area share [%]
other,1,6,0.00630
buffers and inverters,439,701,3.74
AOI/OAI and AO/OA,938,938,11.3
adders and majority gates,100,100,2.13
DFF,1054,1054,52.9
xor gates and xnor gates,48,48,0.706
and+or+nand+nor,739,739,6.07
muxes,785,785,23.2
-- state kept, by name, summed over array words and instances (netlist names) --
| register | flops |
|---|---|
| U_DataPath.U_PC.q | 30 |
| U_DataPath.U_RegFile.mem | 1024 |
-- stage by stage --
step	area [um2]	hold WS, ns	cells
4_1_cts	67500	0.516	6297
3_3_place_gp	63900	0.509	6099
6_report	67500	0.521	6301
3_5_place_dp	63900	0.504	6099
2_1_floorplan	59500	0.436	4105
5_1_grt	67500	0.539	6298
-- critical path, stage by stage --
cell             delay (ns)
buf_8                  0.39
buf_4                  0.64
buf_4                  0.67
buf_4                  0.56
mux4_2                 0.57
mux4_2                 0.51
mux2i_1                0.48
nor2_1                 0.15
a221oi_1               0.58
ha_1                   0.46
nor4_1                 0.51
o21ai_0                0.19
a21o_1                 0.19
o311ai_1               0.09
buf_4                  0.21
a211oi_1               0.09
o31ai_1                0.49
a21o_1                 0.22
mux2i_1                0.08
a211o_1                0.22
a211o_1                0.32
clkdlybuf4s50_1        0.43
-- per-layer routing --
layer	up-vias	wire, um	share of wire (%)	GRT usage, %
met5	-	542	0.22	2.26
met3	535	40700	17	23.1
met2	3028	108000	44	49.0
met4	22	12700	5.2	13.7
li1	17200	-	-	-
met1	21000	81400	33	43.8
Power and IR drop assume default switching activity.
